--- flow/run.sh ---
#!/bin/bash
# OpenROAD 26Q1-2900-gdf79404cd8, Yosys 0.63+post, stock flow scripts
make -C /OpenROAD-flow-scripts/flow DESIGN_CONFIG=/design/flow/config.mk WORK_HOME=/design/flow/orfs finish
--- flow/config.mk ---
export PLATFORM = sky130hd
export DESIGN_NAME = compare_and_shift
export DESIGN_NICKNAME = compare_and_shift
export VERILOG_FILES = /design/flow/design.v
export SDC_FILE = /design/flow/constraint.sdc
export NUM_CORES = 4
export LEC_CHECK = 1
export CORE_UTILIZATION = 50
--- flow/constraint.sdc ---
current_design compare_and_shift

set clk_period 14.2
set clk_io_pct 0.2

create_clock -name clk0 -period $clk_period

set non_clock_inputs [all_inputs -no_clocks]
set_input_delay [expr $clk_period * $clk_io_pct] -clock clk0 $non_clock_inputs
set_output_delay [expr $clk_period * $clk_io_pct] -clock clk0 [all_outputs]
--- flow/design.v ---
`timescale 1ns / 1ps
module compare_and_shift (
    input [7:0] exp_a,
    input [7:0] exp_b,
    input [23:0] man_a,
    input [23:0] man_b,
    output reg [23:0] al_man_a,
    output reg [23:0] al_man_b,
    output reg [7:0] shift
);
    always @(*) begin
        if (exp_a > exp_b) begin
            shift = exp_a - exp_b;
            al_man_a = man_a;
            al_man_b = man_b >> shift;
        end else begin
            shift = exp_b - exp_a;
            al_man_a = man_a >> shift;
            al_man_b = man_b;
        end
    end
endmodule
==> flow_metrics.rpt <==
=== SYNTHESIS / PLACE & ROUTE SUMMARY ===
----------------------------------------------------
[Floorplanning]
  Die Ht ........................ 79.06 um
  Core Box Area ........................ 5608 sq um
  Std-Cell Rows ........................ 27
  Total die size ........................ 6250 sq um
  Count of pins on the block boundary ........................ 120
  Horizontal die size ........................ 79.06 um
  Initial core utilization ........................ 0.5295

[Routing]
  Length of the first detailed-routing pass in iterations ........................ 5
  Antenna Cells ........................ 0
  First DRT Iteration DRCs ........................ 292
  Detailed-route DRC error count ........................ 0
  Number of vias per cell ........................ 6.311
  Detail Route Antenna Nets ........................ 0
  Total wirelength of the detailed-routed design ........................ 10120 um
  Detailed-route via count ........................ 3547
  Routed len/inst ........................ 18.00 um

[Place]
  Minimum setup slack after placement ........................ 3.633 ns
  Port Buffer Count ........................ 120
  Inst Count DP ........................ 562
  Dpl hpwl ........................ 8064 um
  Weighted congestion at the end of routability-driven global placement ........................ 1.004

[Critical path]
  Type of the worst setup path ........................ input port to primary output
  Highest fanout seen on the critical path ........................ 39
  Data required time of the critical path ........................ 11.36 ns
  Endpoint kind of the worst setup timing path ........................ primary output
  Type of origin of the critical path ........................ input port
  WP data arrival ........................ 7.70 ns

[Timing]
  Hold violation total from the final report ........................ 0
  Maximum clock rate ........................ 94.90 MHz
  Worst Hold Margin ........................ 6.627 ns
  Setup repair after global routing missed its margin ........................ no
  Pin slew with the least headroom to its limit ........................ 0.7539 ns
  Max-Slew Margin vs Limit ........................ 0.4949
  Summed negative setup slack over all endpoints ........................ 0 ns
  Post-layout period usage ........................ 0.7421
  Total setup violations reported at the end of the flow ........................ 0
  Worst Setup Slack, final ........................ 3.662 ns
  Shortest clock period the worst path allows after layout ........................ 10.54 ns
  Slew Limit Fails ........................ 0

[Power]
  Maximum vdd ir drop ........................ 52.38 uV
  Net switching component of the power ........................ 0.1422 mW
  Power Internal ........................ 0.1308 mW
  Power share of the clock group ........................ 0
  Total power density per cell area ........................ 66.26 nW/um^2
  Net Sw Frac ........................ 0.5207
  Static leakage power ........................ 1.584 nW
  Share of power burned in combinational logic ........................ 1.000
  Sequential cell fraction of total power ........................ 0

[Global routing]
  Total global routing track utilization ........................ 0.3329
  Gr ovfl total ........................ 0
  Global-route wire length before repair ........................ 16300 um
  Maximum number of pins on one net before global-route repair ........................ 47
  Number of antenna violations at the first check in global routing ........................ 0
  Number of global-route vias before repair ........................ 3364

[CTS]
  Buffers inserted during post-CTS setup optimization ........................ 0
  Hold_buf cts ........................ 0
  Cells resized by post-CTS repair ........................ 0

[Status]
  Result of the run ........................ finished, final reports clean

[Logic synthesis]
  Cell Area, Synth ........................ 2969 sq um
  Distinct lib cells ........................ 64
  Post-synth area from yosys stat ........................ 2969 sq um
  Portion of the post-synthesis area used by sequential elements ........................ 0
  Mean area per synthesized cell ........................ 7.423 sq um
  Count of synthesis-stage warnings from yosys ........................ 1
  Total cells reported by yosys after synthesis ........................ 400
  Instance count of the mapped netlist ........................ 400

[Layout]
  Post-route insts no fill ........................ 562
  Clock buffer count in the final layout ........................ 0
  Utilization after layout ........................ 0.7347
  Flop count ........................ 0
  Share of layout cells above drive strength 1 ........................ 0.1143
  Area growth, synth to finish ........................ 38.77%
  Storage cell area ........................ 0 sq um

[Flow run]
  Number of max-capacitance violations reported ........................ 0
  OpenROAD warnings ........................ 40

[Worst hold path]
  Min-Delay Path Class ........................ input port to primary output

----------------------------------------------------
-- cell usage in the layout, fill, tap and decap left out, drive strengths merged, types with 4 or more instances in the layout --
| cell type | instances |
|---|---|
| nor2b | 5 |
| nor3 | 15 |
| or3 | 4 |
| o22ai | 6 |
| ha | 15 |
| clkdlybuf4s50 | 120 |
| o21ai | 33 |
| mux2i | 21 |
| a21oi | 15 |
| nor2 | 16 |
| or2 | 4 |
| mux2 | 8 |
| a22oi | 4 |
| or4 | 4 |
| a22o | 12 |
| o32a | 4 |
| nand2b | 5 |
| o211ai | 6 |
| nand2 | 73 |
| a31oi | 5 |
| inv | 22 |
| nand3 | 11 |
| mux4 | 23 |
| buf | 6 |
| o31ai | 8 |
| a211oi | 7 |
-- routing by layer --
layer,vias to the layer above,wire length [um],share of wire,global-route usage
met3,19,633,0.063,0.04667
met2,153,5073,0.50,0.5621
met5,-,0,0,0
met4,0,171,0.017,0.05636
li1,1712,-,-,-
met1,1663,4237,0.42,0.4654
-- area by class of cell --
class	count	area, sq um
inverter	22	82.58
timing repair buffer	126	1246
fill	418	1488
multi-input combinational	342	2701
tap	72	90.09
-- logic make-up after synthesis --
group,share of synthesized area
compound gates,0.2984
xor+xnor,0.01138
fa+ha+maj,0.07670
buf+inv,0.09271
mux,0.2836
simple gates,0.2372
-- critical path: stages --
cell and delay [ns]:
sky130_fd_sc_hd__clkdlybuf4s50_1 0.49, sky130_fd_sc_hd__inv_1 0.05, sky130_fd_sc_hd__ha_1 0.52, sky130_fd_sc_hd__nand4_2 0.19, sky130_fd_sc_hd__or2_4 0.31, sky130_fd_sc_hd__o21ai_4 0.06
sky130_fd_sc_hd__buf_4 0.40, sky130_fd_sc_hd__buf_4 0.48, sky130_fd_sc_hd__mux2_2 0.40, sky130_fd_sc_hd__a221oi_2 0.29, sky130_fd_sc_hd__xnor2_1 0.09, sky130_fd_sc_hd__buf_4 0.20
sky130_fd_sc_hd__or3_1 0.48, sky130_fd_sc_hd__or2_1 0.28, sky130_fd_sc_hd__o21ai_1 0.14, sky130_fd_sc_hd__clkdlybuf4s50_1 0.47
-- power groups by stage --
stage	logic [mW]	clock network, mW	registers (mW)
CTS	0.271	0	0
global route	0.295	0	0
finish	0.273	0	0
-- cells in the mapped netlist (6+ instances only) --
master                      n  area share
sky130_fd_sc_hd__ha_1      15       0.063
sky130_fd_sc_hd__nand3_1   11       0.019
sky130_fd_sc_hd__mux2_2     6       0.023
sky130_fd_sc_hd__o21ai_0   22       0.037
sky130_fd_sc_hd__nor3_1    15       0.025
sky130_fd_sc_hd__buf_2      7       0.012
sky130_fd_sc_hd__inv_1     21       0.027
sky130_fd_sc_hd__o31ai_1    8       0.020
sky130_fd_sc_hd__o22ai_1    6       0.013
sky130_fd_sc_hd__a21oi_1   14       0.024
sky130_fd_sc_hd__nor2_1    16       0.020
sky130_fd_sc_hd__o21ai_1    9       0.015
sky130_fd_sc_hd__mux4_2    23        0.17
sky130_fd_sc_hd__nand2_1   73       0.092
sky130_fd_sc_hd__clkbuf_1  21       0.027
sky130_fd_sc_hd__a22o_1    12       0.035
sky130_fd_sc_hd__mux2i_1   19       0.064
-- metrics by stage --
step / instance area [sq um] / power, mW
final: 4120 / 0.2730
after global routing: 4120 / 0.2946
after CTS: 4120 / 0.2706
after detailed placement: 4120 / 0.2693
after global placement: 4120 / 0.2668
after floorplan: 2969 / 0.1709
-- path summary, 6_finish.rpt --
check  startpoint            to  slack, ns  depth (start not counted)
min      man_b[8]   al_man_b[8]       6.63                          4
max      exp_a[6]  al_man_b[20]       3.66                         16
No activity file was given, so power comes from the tool's default toggle rates.
