--- run.sh ---
#!/bin/bash
# OpenROAD 26Q1-2900-gdf79404cd8, Yosys 0.63+post, stock flow scripts
make -C /OpenROAD-flow-scripts/flow DESIGN_CONFIG=/design/flow/config.mk WORK_HOME=/design/flow/orfs finish
--- design.v ---
`timescale 1ns / 1ps
module addition_s(
    input sign_a,
    input sign_b,
    input [23:0] a,b,
    output reg [24:0] res,
    output reg sign_res
    );
    always @(*) begin
        if (sign_a == sign_b) begin
            sign_res = sign_a;   
            res = a+b;
        end
        else if (a >= b) begin
            res = a - b;
            sign_res = sign_a;
        end
        else begin
            res = b - a;
            sign_res = sign_b;
        end
    end
endmodule
--- config.mk ---
export PLATFORM = sky130hd
export DESIGN_NAME = addition_s
export DESIGN_NICKNAME = addition_s
export VERILOG_FILES = /design/flow/design.v
export SDC_FILE = /design/flow/constraint.sdc
export NUM_CORES = 4
export LEC_CHECK = 1
export CORE_AREA = 10 10 114 114
export DIE_AREA = 0 0 124 124
--- constraint.sdc ---
current_design addition_s

set clk_period 14.3
set clk_io_pct 0.2

create_clock -name clk0 -period $clk_period

set non_clock_inputs [all_inputs -no_clocks]
set_input_delay [expr $clk_period * $clk_io_pct] -clock clk0 $non_clock_inputs
set_output_delay [expr $clk_period * $clk_io_pct] -clock clk0 [all_outputs]
==> Changelog: implementation <==
### Metrics

* Fin. max-slew vios at 0
* Detailed Routing Iterations Pass 1 at 5
* CLK BUF at 0
* Register area at 0 um^2
* Commonest cells in the netlist: ha_1, inv_1, a21oi_1
* Grt total ovfl at 0
* Tot Pwr at 0.227 mW
* Pwr Density at 49.7 nW/um^2
* Hold Crit Start: sign_a
* Post-synth seq share at 0%
* Worst IR Drop VDD at 0.0217 mV
* Internal Power at 0.112 mW
* CP Capture Type: primary output
* DR vias/cell at 5.49
* HPWL Detailed at 10100 um
* Routed wire length per instance at 16.3 um
* Area leader share at 25.3%
* Hold path cells at 4
* Layout cell share with drive strength beyond 1 at 2.11%
* DRC violations left at 0
* Sw Pwr at 0.115 mW
* Clock share of power at 0%
* RSZ-0062 raised after global routing: no
* Outcome: finished clean
* Sequential share of power at 0%
* Netlist cell types at 55
* CP required at 11.44 ns
* Vias in the first global route at 3921
* Final period utilization at 71.2%
* Leakage at 2.13 nW
* Critical path cell sequence: clkdlybuf4s50_1, inv_1, ha_1, and4_4, nor3b_1, a221o_1, or3_4, o21ai_4, a311oi_1, nor4_1, o21ai_0, a31o_1, clkdlybuf4s50_1
* Die Span X at 124 um
* Synth top area cells: ha_1, a21oi_1, inv_1
* IO Count at 76
* Cells after Synth at 565
* FP Core Util at 35.6%
* GR Util met3 at 2.02%
* Count leader, synth: ha_1
* Max Cap Viol at 0
* Worst Path Arrival at 7.33 ns
* Flops at 0
* Final worst slack at 4.11 ns
* Antenna cell count at 0
* Drt total wl at 12200 um
* Worst Hold Class: in -> out
* Critical Path Slowest Stage Cell: o21ai_4
* Tool warnings at 83
* Post-route antenna net violation count at 0
* Final setup TNS at 0 ns
* Routing usage on met1 at 23.1%
* I/O Buffers at 76
* Mapped cell area at 3700 um^2
* Cell type with the largest total area: ha_1
* Yosys Instances at 565
* Worst Path Max Fanout at 28
* Initial antenna violation count at 0
* Area delta synth->final at 23.1%
* 1st-iter DRT viols at 328
* Final Setup Violations at 0
* Rel. slew slack at 46.2%
* Core area at 10400 um^2
* Pre-CTS setup slack at 4.21 ns
* Switching share of power at 50.8%
* Crit-path max cell delay at 0.64 ns
* Fmax at 98.2 MHz
* Quantity of gates resized following cts at 0
* Avg Cell Area, Syn at 6.56 um^2
* Yosys Chip Area at 3700 um^2
* Minimum clock period at 10.19 ns
* Vias at 4132
* Kind of critical path: in -> out
* Crit path top cell by count: clkdlybuf4s50_1
* Overall routing resource usage at 15.7%
* Postcts setup bufs at 0
* Global routing usage on met2 at 25.3%
* Pin count of the biggest net entering global routing at 35
* Hold Path Sink: sign_res
* Die Span Y at 124 um
* Chip area at 15400 um^2
* Post-CTS Hold Fix Bufs at 0
* Slew @ Worst Pin at 0.804 ns
* First-pass GRT wire length at 20200 um
* Row count at 37
* Placer Congestion at 0.994
* Combinational Power Share at 100.0%
* Crit start category: input pin
* Top Usage Layer GRT: met2
* Hold Vio Cnt, Final at 0
* YS warnings at 1
-- stage by stage --
stage,hold WS (ns),util (%),area (um^2),std cells
2_1_floorplan,5.77,-,3700,565
3_3_place_gp,6.80,43.8,4560,753
3_5_place_dp,6.79,43.8,4560,753
4_1_cts,6.79,43.8,4560,753
5_1_grt,6.83,43.8,4560,753
6_report,6.78,43.8,4560,753
-- worst max-delay path by stage --
stage | start | to | slack [ns] | cells past startpoint
after global routing | a[10] | res[24] | 3.97 | 13
after CTS | a[10] | res[24] | 4.20 | 13
final | a[10] | res[24] | 4.11 | 13
-- layer usage --
metal | vias to the layer above | share of wire, % | wire length, um
met5 | - | 0 | 0
met4 | 0 | 0.69 | 85
met3 | 8 | 7.2 | 883
met2 | 148 | 45 | 5490
met1 | 1873 | 47 | 5780
li1 | 2103 | - | -
-- critical path, delay by kind of cell --
| family | cells | cell delay (ns) |
|---|---|---|
| AND-OR/OR-AND | 5 | 1.69 |
| adder cells (fa/ha/maj) | 1 | 0.47 |
| AND/OR/NAND/NOR | 4 | 1.32 |
| buffers and inverters | 3 | 0.98 |
-- placed cells by master, fill, tap and decap left out, types with 6 or more instances in the layout --
cell type        count
a21o_1              18
o21ai_0             33
nand4_1              8
a31oi_1              9
a21oi_1             68
xnor2_1             21
o31ai_1              9
nand2b_1             6
ha_1                75
o21bai_1             8
mux2i_1              7
nor3_1              13
nor2_1              53
clkdlybuf4s50_1     76
nor2b_1              7
o211ai_1            11
inv_1               72
buf_4                6
o21a_1               7
nand2_1             38
-- power groups by stage --
stage,logic (mW),registers [mW],clock network [mW]
4_1_cts,0.228,0,0
5_1_grt,0.252,0,0
6_report,0.227,0,0
-- layout make-up --
| class | instances | area, um^2 |
|---|---|---|
| repair buffers | 82 | 806 |
| well taps | 136 | 170 |
| fillers | 1089 | 5860 |
| inverters | 72 | 270 |
| multi-input cells | 463 | 3310 |
-- cells by family after synthesis --
logic type               after synthesis  synth area share, %
AND-OR/OR-AND                        202                 35.0
multiplexers                           9                 2.60
AND/OR/NAND/NOR                      150                 19.0
XOR/XNOR                              24                 5.67
buffers and inverters                102                 10.7
adder cells (fa/ha/maj)               78                 27.0
Power and IR drop assume default switching activity.
